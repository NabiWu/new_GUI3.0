==> flow/design.v <==
module clk_div_v3 
#( 
parameter WIDTH = 17,  
parameter N = 5000 
)
(clk,reset, clk_out);
input clk;
input reset;
output clk_out;
reg [WIDTH-1:0] r_reg;
wire [WIDTH-1:0] r_nxt;
reg clk_track;
always @(posedge clk or posedge reset)
begin
  if (reset)
     begin
        r_reg <= 0;
	     clk_track <= 1'b0;
     end
  else if (r_nxt == N)
 	   begin
	     r_reg <= 0;
	     clk_track <= ~clk_track;
	   end
  else 
      r_reg <= r_nxt;
end
 assign r_nxt = r_reg+1;   	      
 assign clk_out = clk_track;
endmodule
==> flow/run.sh <==
#!/bin/bash
# OpenROAD 26Q1-2900-gdf79404cd8, Yosys 0.63+post, stock flow scripts
make -C /OpenROAD-flow-scripts/flow DESIGN_CONFIG=/design/flow/config.mk WORK_HOME=/design/flow/orfs finish
==> flow/config.mk <==
export PLATFORM = sky130hd
export DESIGN_NAME = clk_div_v3
export DESIGN_NICKNAME = clk_div_v3
export VERILOG_FILES = /design/flow/design.v
export SDC_FILE = /design/flow/constraint.sdc
export NUM_CORES = 4
export LEC_CHECK = 1
export CORE_AREA = 10 10 80 80
export DIE_AREA = 0 0 90 90
==> flow/constraint.sdc <==
current_design clk_div_v3

set clk_period 4.7
set clk_io_pct 0.2

create_clock -name clk0 -period $clk_period [get_ports {clk}]

set non_clock_inputs [all_inputs -no_clocks]
set_input_delay [expr $clk_period * $clk_io_pct] -clock clk0 $non_clock_inputs
set_output_delay [expr $clk_period * $clk_io_pct] -clock clk0 [all_outputs]
==> results.tsv <==
metric	value	unit
status	complete, no violations	
drc	0	
cp-start-kind	flop	
syn_to_final_growth	16.8	%
grt_pass1_vias	663	
skew	0.00124	ns
crit_chain	ha_1, nand4_1, or3_1, a211o_1, a22o_1, nor4_4, xor2_1	
portBuffers	2	
syn_area_per_cell	10.3	sq um
cts_sinks	18	
fp_util	20.0	%
final_cell_mix	18 x dfrtp_1, 9 x xor2_1, 9 x nor2_1, 8 x xnor2_1, 7 x nand2_1	
crit_path_max_incr_delay	0.48	ns
hold_viol_final	0	
ant_nets	0	
lay_top_count	dfrtp_1	
drtIter0Drc	20	
io_pins	3	
critPathSlowestCell	nor4_4	
setup_violations	0	
yosys_warnings	1	
ys_types	29	
die.size.y	90	um
cts_tree	done	
drive_above_1_share	8.16	%
grtUsageTotal	4.19	%
cp-end-kind	flop	
path_class	flop to flop	
cts_resized	0	
dp_hpwl	1.15	mm
num_rows	25	
critPathRequiredTime	4.81	ns
ys_area	946	sq um
maxSlewHeadroom	56.2	%
ys_cells	92	
worst_slew_pin_slew	0.656	ns
path_clk_slew	0.07	ns
syn-cell-area	946	sq um
cp.arrival	2.55	ns
vdd_drop_max	0.000221	V
power.total	0.281	mW
fin_ws	2.26	ns
hp-class	flop to flop	
wl	1.56	mm
power.leakage	0.499	nW
clkLatencyLatePin	0.25	ns
core	0.00472	sq mm
grt_max_degree	19	
drv_cap	0	
r2r_start	r_reg[0]	
grt_antenna_before_repair	0	
finalCritPeriodShare	51.9	%
hold_start	clk_track	
fmax	410	MHz
openroad.warnings	25	
r2r_end	clk_track	
num_antenna_cells	0	
yosys_register_bits	18	
first_pass_iters	3	
area_leaders	dfrtp_1 48%, xor2_1 8.3%, xnor2_1 7.4%	
worstHoldPathCells	1	
power_density	254	mW/mm^2
final_cells	165	
maxSlewViolCount	0	
largest_reg_flops	17	
r2r_slack	2.26	ns
place.gp.congestion	0.809	
cts_setup_buffers	0	
viasPerCell	3.81	
ys_seq_share	47.6	%
chipWidth	90	um
hold_end	clk_track	
rsz0062_at_grt	false	
numCtsBuffers	3	
synth_area_leader_cell	dfrtp_1	
cts_htree_levels	1	
fp.dieArea	0.00810	sq mm
grt_overflow	0	
clock-root-buffer	clkbuf_8	
clock_path_buffers	2	
top_area_share	47.6	%
grt_pass1_wl	3.00	mm
wl_per_cell	9.48	um
syn_inst	92	
reg2regPathDepth	7	
tns	0	ns
crit_fanout	8	
dp_slack	2.25	ns
vias	629	
ctsHoldBuffers	0	
finalCriticalPeriod	2.44	ns
placed_cells	161	
==> routing by layer <==
layer  wire length, um  track usage, %
met5                 0               0
met4                 0           0.133
met3                69            1.34
met2               615            6.48
met1               879            5.91
==> cell families (layout without fill, tap and decap cells) <==
group	Yosys count	count (layout)	synth area share [%]
adder cells (fa/ha/maj)	1	1	1.32
buffers and inverters	3	9	1.19
flip-flops	18	18	47.6
AND/OR/NAND/NOR	43	43	27.0
XOR/XNOR	17	17	15.7
AND-OR/OR-AND	10	10	7.14
==> per-stage QoR <==
step,cell area (sq um),hold WS (ns),util [%]
finish,1100,0.468,23.4
CTS,1100,0.476,23.4
global route,1100,0.505,23.4
floorplan,946,0.420,-
detailed placement,1050,0.465,22.2
global placement,1050,0.457,22.2
==> cells in the mapped netlist <==
library cell and instances:
xor2_1 9, and4_1 1, nand2_2 1, nand4b_1 1
a31oi_1 1, a211oi_1 1, nor2b_1 1, inv_1 3
a211o_1 1, nor4_4 2, nor4_1 3, xnor2_1 8
or3_1 1, a22o_1 1, nor2_1 9, a21oi_1 2
o21ai_0 2, nand4_1 2, a21o_1 1, dfrtp_1 18
nor3_1 3, and3_1 3, and2_1 1, o31a_1 1
or3_2 1, nand3b_1 1, ha_1 1, nand3_1 6
nand2_1 7
==> worst max-delay path, delay by kind of cell (launching register included) <==
family	cells	cell delay [ns]
AND/OR/NAND/NOR	3	1.02
AND-OR/OR-AND	2	0.50
flip-flops	1	0.40
adder cells (fa/ha/maj)	1	0.27
XOR/XNOR	1	0.12
==> how the worst max path moves through the flow <==
stage / start / end / slack, ns / cells past startpoint
final: r_reg[0] / clk_track / 2.26 / 7
after global routing: r_reg[0] / clk_track / 1.93 / 7
after CTS: r_reg[0] / clk_track / 2.24 / 7
==> cell type report <==
cell class,count,area [sq um]
repair buffers,2,20.0
clock buffers,4,55.1
fillers,513,3620
inverters,3,11.3
multi-input cells,71,484
well taps,67,83.8
flip-flops and latches,18,450
==> where the power goes <==
part | total [mW] | internal (mW) | switching [mW]
combinational | 0.00363 | 0.000767 | 0.00286
clock | 0.122 | 0.0743 | 0.0480
sequential | 0.155 | 0.155 | 0
Power and IR drop assume default switching activity.
